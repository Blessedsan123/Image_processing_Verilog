`design/flow/config.mk`:
```
export PLATFORM = sky130hd
export DESIGN_NAME = bright_reduce
export DESIGN_NICKNAME = bright_reduce
export VERILOG_FILES = /design/flow/design.v
export SDC_FILE = /design/flow/constraint.sdc
export NUM_CORES = 4
export LEC_CHECK = 1
export CORE_AREA = 10 10 79 79
export DIE_AREA = 0 0 89 89
```
`design/flow/constraint.sdc`:
```
current_design bright_reduce

set clk_period 1.3
set clk_io_pct 0.2

create_clock -name clk0 -period $clk_period [get_ports {clk}]

set non_clock_inputs [all_inputs -no_clocks]
set_input_delay [expr $clk_period * $clk_io_pct] -clock clk0 $non_clock_inputs
set_output_delay [expr $clk_period * $clk_io_pct] -clock clk0 [all_outputs]
```
`design/flow/design.v`:
```
`timescale 1ns / 1ps
module bright_reduce(
input clk,
input rst,
input [7:0] pixel_in,        
input valid_in,              
input [7:0] brightness_value,  
output reg [7:0] pixel_out,   
output reg valid_out         
);
always @(posedge clk or posedge rst) begin
    if (rst) begin
        pixel_out <= 8'b0;
        valid_out <= 0;
    end else if (valid_in) begin
        if (pixel_in > brightness_value)
            pixel_out <= pixel_in - brightness_value;   
        else
            pixel_out <= 8'b0;   
        valid_out <= 1;
    end else begin
        valid_out <= 0;
    end
end
endmodule
```
`design/flow/run.sh`:
```
#!/bin/bash
# OpenROAD 26Q1-2900-gdf79404cd8, Yosys 0.63+post, stock flow scripts
make -C /OpenROAD-flow-scripts/flow DESIGN_CONFIG=/design/flow/config.mk WORK_HOME=/design/flow/orfs finish
```
==> impl_metrics.json <==
{
  "place_ws_ns": -0.989,
  "warnings": 28,
  "end_kind": "flop",
  "crit_type": "primary input to flop",
  "cts_inserted_buffers": 3,
  "cts_root_buffer": "clkbuf_8",
  "path_clk_slew_ns": 0.04,
  "ys_types": 28,
  "worst_ep_required_time_ns": 1.41,
  "area_growth_pct": 106,
  "ys_cells": 78,
  "rrSetupSlack_ns": 0.54,
  "die_h_um": 89,
  "fp-row-count": 25,
  "io_buffers": 27,
  "cpPeakStageDelay_ns": 0.36,
  "postRouteAntennaNets": 0,
  "tritoncts": "built",
  "fin_crit_sh": 1.15,
  "grt_pass1_vias": 776,
  "clk_latency_ns": 0.23,
  "power.total_mw": 1.19,
  "dp_hpwl_mm": 1.67,
  "maxCapViolations": 0,
  "diodes": 0,
  "cts_max_level": 1,
  "netlist_area_um2": 711,
  "whs_ns": 0.285,
  "ir_worst_vdd_v": 0.000590,
  "wire_per_inst_um": 11.7,
  "io_pins": 28,
  "die_w_um": 89,
  "dr.pass1.iters": 2,
  "ys_area_um2": 711,
  "min_period_ns": 1.49,
  "die_area_um2": 7920,
  "drt_iter0_markers": 15,
  "cts.sinks": 9,
  "hold_viol_final": 0,
  "cp_cell_sequence": "buf_8 -> inv_12 -> ha_4 -> inv_2 -> fa_2 -> nand3_4 -> a21oi_4 -> buf_4 -> nor2_2 -> nor2_1 -> mux2_4",
  "post_dp_cell_area_um2": 1230,
  "fill_cells": 462,
  "yosysSeqAreaShare": 0.317,
  "crit_slowest_cell": "fa_2",
  "final_core_utilization": 0.314,
  "drive_gt1_frac": 0.591,
  "rsz0062_at_grt": "yes",
  "viasPerCell": 3.89,
  "setup_ws_ns": -0.192,
  "grt_use_total": 0.0535,
  "crit_start": "pixel_in[0]",
  "grt_first_pass_wirelength_mm": 3.44,
  "max_freq_mhz": 670,
  "r2r_cells": 1,
  "crit_end": "pixel_out[0]$_DFFE_PP0P_",
  "powerDensity_nw_per_um2": 814,
  "worstMarginPinSlew_ns": 0.324,
  "fin_area_um2": 1460,
  "gp_congestion": 0.776,
  "vias": 724,
  "fp-utilization": 0.152,
  "grt_max_degree": 10,
  "antenna_found_initial": 0,
  "cp_data_arrival_time_ns": 1.60,
  "p_leak_nw": 0.664,
  "synth_flops": 9,
  "synth_cells": 78,
  "worst_hold_path_type": "primary input to asynchronous set/reset pin",
  "regArea_um2": 225,
  "ys_warn_count": 1,
  "run_status": "complete, but fails checks",
  "drc": 0,
  "avgSynthCellArea_um2": 9.11,
  "core_area_um2": 4660,
  "reg2reg_from": "pixel_out[0]$_DFFE_PP0P_",
  "violations": "negative setup slack",
  "routed_wl_mm": 2.18,
  "cp-start-kind": "primary input",
  "fin_skew_ns": 0,
  "grt-ovfl-total": 0,
  "setup_viol": 8,
  "cp_max_fo": 3,
  "cts_buffer_depth": 2,
  "mi_logic_area_um2": 626,
  "slew_violations": 0,
  "r2r_end": "pixel_out[0]$_DFFE_PP0P_",
  "max_slew_margin": 0.783,
  "ctsHoldBuffers": 0
}
-- what timing repair did --
action | CTS | global route
setup buffers | 5 | 3
resized | 82 | 15
hold endpoints to repair | 0 | 0
pin swaps | 26 | 13
endpoints found under the setup margin | 16 | 9
-- routing by layer --
layer	vias up	global-route usage	part of all wire
met5	-	0	0
met4	0	0.00434	0
met3	0	0.0294	0.10
met2	21	0.0791	0.44
met1	322	0.0700	0.46
li1	381	-	-
-- through the flow --
step | TNS [ns] | cells
final | -1.33 | 186
after global routing | -1.82 | 186
after CTS | -1.25 | 183
after detailed placement | -7.02 | 174
after global placement | -6.92 | 174
after floorplan | -1.31 | 78
-- power by group --
group | switching, mW | total (mW) | internal (mW)
Combinational | 0.224 | 0.538 | 0.314
Sequential | 0.0204 | 0.340 | 0.320
Clock | 0.100 | 0.313 | 0.213
Total | 0.345 | 1.19 | 0.846
-- worst max-delay path, delay by kind of cell --
kind / cells / cell delay [ns]
muxes: 1 / 0.25
adders and majority gates: 2 / 0.47
and+or+nand+nor: 3 / 0.23
buffers and inverters: 4 / 0.32
AOI/OAI and AO/OA: 1 / 0.07
-- synthesized netlist by cell type --
| master | instances | share of area |
|---|---|---|
| inv_1 | 18 | 0.095 |
| dfrtp_1 | 9 | 0.32 |
| ha_1 | 8 | 0.14 |
| nor2_1 | 4 | 0.021 |
| o21a_1 | 4 | 0.042 |
| o32ai_1 | 4 | 0.049 |
| a21oi_1 | 3 | 0.021 |
| o22ai_1 | 3 | 0.026 |
| a21oi_2 | 2 | 0.025 |
| nand2_1 | 2 | 0.011 |
| nand2b_1 | 2 | 0.018 |
| nand4_1 | 2 | 0.018 |
| nor3_1 | 2 | 0.014 |
| a211oi_1 | 1 | 0.011 |
| a21boi_1 | 1 | 0.011 |
| a21o_1 | 1 | 0.011 |
| a21o_2 | 1 | 0.012 |
| a221oi_2 | 1 | 0.021 |
| and3_2 | 1 | 0.011 |
| buf_4 | 1 | 0.011 |
| fa_1 | 1 | 0.028 |
| mux2_2 | 1 | 0.016 |
| nand3_1 | 1 | 0.0070 |
| o21ai_0 | 1 | 0.0070 |
| o21ai_2 | 1 | 0.012 |
| o221ai_2 | 1 | 0.021 |
| xnor2_1 | 1 | 0.012 |
| xor2_1 | 1 | 0.012 |
-- cell families after synthesis --
kind of cell | share of synthesized area
AOI/OAI and AO/OA | 0.269
xor gates and xnor gates | 0.0247
adders and majority gates | 0.169
and+or+nand+nor | 0.0986
DFF | 0.317
muxes | 0.0158
buffers and inverters | 0.106
-- worst min-delay path by stage --
stage	slack [ns]	cells after the start	endpoint	startpoint
6_report	0.28	2	valid_out$_DFF_PP0_	rst
4_1_cts	0.29	2	valid_out$_DFF_PP0_	rst
5_1_grt	0.30	2	valid_out$_DFF_PP0_	rst
-- sequential cells by signal (all words and copies together), names as in the netlist --
signal,count
pixel_out,8
valid_out,1
-- area by class of cell --
| class | count | share of cell area |
|---|---|---|
| inverters | 18 | 0.0565 |
| repair buffers | 51 | 0.285 |
| flip-flops and latches | 9 | 0.154 |
| multi-input cells | 50 | 0.428 |
| clock buffers | 4 | 0.0308 |
| well taps | 54 | 0.0462 |
-- cell usage in the layout, fill, tap and decap left out, types with 3 or more instances in the layout --
master	instances
o32ai_2	3
buf_4	22
buf_2	9
dlygate4sd2_1	9
inv_1	9
buf_6	3
o21a_1	4
nor2_1	3
dfrtp_1	9
clkbuf_8	3
ha_4	8
inv_2	7
Power and IR drop assume default switching activity.
