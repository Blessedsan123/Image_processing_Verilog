File: flow/run.sh
#!/bin/bash
# OpenROAD 26Q1-2900-gdf79404cd8, Yosys 0.63+post, stock flow scripts
make -C /OpenROAD-flow-scripts/flow DESIGN_CONFIG=/design/flow/config.mk WORK_HOME=/design/flow/orfs finish
File: flow/config.mk
export PLATFORM = sky130hd
export DESIGN_NAME = imgop
export DESIGN_NICKNAME = imgop
export VERILOG_FILES = /design/flow/design.v
export SDC_FILE = /design/flow/constraint.sdc
export NUM_CORES = 4
export LEC_CHECK = 1
export CORE_AREA = 10 10 70 70
export DIE_AREA = 0 0 80 80
File: flow/constraint.sdc
current_design imgop

set clk_period 1.0
set clk_io_pct 0.2

create_clock -name clk0 -period $clk_period [get_ports {clk}]

set non_clock_inputs [all_inputs -no_clocks]
set_input_delay [expr $clk_period * $clk_io_pct] -clock clk0 $non_clock_inputs
set_output_delay [expr $clk_period * $clk_io_pct] -clock clk0 [all_outputs]
File: flow/design.v
`timescale 1ns / 1ps
module imgop(
input clk,
input rst,
input [7:0] data_in,  
output reg [7:0] data_out  
);
always @ (posedge clk)
begin
  if(rst)
   begin
   data_out<=8'b0;
   end
  else
    begin
    data_out <= 8'hff - data_in;
    end
end
endmodule
==> results.rst <==
Metrics
=======

.. list-table::
   :header-rows: 1

   * - Metric
     - Value
   * - Flip-flop count of the largest register after layout
     - 8
   * - Setup fix buffers added after clock tree synthesis
     - 0
   * - Switch share
     - 0.190
   * - Critical path cell sequence
     - dlygate4sd2_1
   * - Floorplan row count
     - 21
   * - Arrival @ worst endpoint
     - 0.76 ns
   * - Sink count of the clock tree
     - 8
   * - Share of final-layout standard cells stronger than drive strength 1
     - 0.162
   * - Count of antenna-violating nets left after detailed routing
     - 0
   * - Yosys cell count
     - 17
   * - Transition at the pin with the smallest max-transition slack
     - 0.140 ns
   * - Count of buffering cells on the critical path with inverters included
     - 1
   * - Power share of the clock group
     - 0.363
   * - Overflow after GRT
     - 0
   * - Via count of the first global-routing pass
     - 195
   * - Post-placement setup slack
     - -0.0161 ns
   * - X dimension of the die
     - 80 um
   * - Slew Limit Headroom
     - 0.906
   * - Via density
     - 2.08
   * - Stages on the worst setup path
     - 1
   * - Power share of the sequential group
     - 0.515
   * - Registers with the most flip-flops
     - data_out (8)
   * - Power per unit of standard cell area
     - 1420 nW/um^2
   * - Number of max-slew violations in the final report
     - 0
   * - Comb power frac
     - 0.122
   * - Core utilization of the finished layout
     - 0.137
   * - Hold_buf cts
     - 0
   * - P_leak
     - 0.183 nW
   * - Worst-case setup margin in the final layout
     - 0.0427 ns
   * - Sequential element share of the synthesized area
     - 0.766
   * - Initial antenna violation count
     - 0
   * - Crit Path Max Fanout
     - 1
   * - Endpoints failing hold
     - 0
   * - Root buffer selected by CTS
     - clkbuf_4
   * - Peak per-stage delay on the critical path
     - 0.29 ns
   * - Tool warning count
     - 25
   * - Clk buf depth
     - 2
   * - Final Cycle Share
     - 0.957
   * - Last element of the critical path
     - data_out[1]
   * - Tightest Hold Check Type
     - in2reg
   * - Category of cells accounting for the largest share of critical-path delay
     - flip-flops
   * - Setup TNS Final
     - 0 ns
   * - Layout overhead on the synthesized area
     - 123%
   * - TritonCTS clock tree
     - yes
   * - Fin crit period
     - 0.957 ns
   * - Clk pin slew, worst setup/hold paths
     - 0.06 ns
   * - Global placement routability congestion
     - 0.763
   * - Standard cell with the maximum stage delay on the critical path
     - dfxtp_1
   * - Reg with most FFs
     - data_out
   * - Global-route wire length before repair
     - 1060 um
   * - DR DRC count
     - 0
   * - Cell internal power dissipation
     - 535 uW
   * - Max-Cap Viols
     - 0
   * - Count of TritonRoute iterations in the first routing pass
     - 2
   * - Final setup fails
     - 0
   * - Iteration-0 DRC count of the detailed router
     - 1
   * - Post-Synthesis Cells
     - 17
   * - # H-tree levels
     - 1
   * - Upper clock frequency limit
     - 1040 MHz
   * - Net load switching power
     - 126 uW
   * - Number of distinct standard cells referenced by the synthesized netlist
     - 4
   * - Overall chip area
     - 6400 sq um
   * - Port-buffer cells
     - 17
   * - Outcome
     - finished clean
   * - Number of antenna cells inserted
     - 0
   * - Routed wire length
     - 651 um
   * - Largest voltage drop on the vdd net
     - 0.000533 V
   * - Floorplan core density
     - 0.0612
   * - Final routed wire length divided by cell count
     - 7.84 um
   * - Filler cell count in the final layout
     - 395
   * - Critical path launch point
     - data_out[1]$_SDFF_PP0_
   * - Chip Area, Yosys
     - 209 sq um
   * - Number of clock buffers inserted by TritonCTS
     - 3
   * - Placed Area
     - 445 sq um
   * - RSZ-0062 raised after global routing
     - no
   * - Path type of the worst setup path
     - reg2out
   * - Warning count from the yosys run
     - 1
   * - DR vias
     - 173
   * - Pin count of the biggest net entering global routing
     - 8
   * - Core Area
     - 3420 sq um
   * - Netlist Area Pre-Place
     - 209 sq um
   * - Cell area after layout
     - 467 sq um
   * - Syn avg cell area
     - 12.3 sq um
   * - Die Ht
     - 80 um
   * - Sort of element at the start of the critical path
     - flip-flop
   * - Endpoint required time on the critical path
     - 0.80 ns
   * - Global-route usage over all layers
     - 0.0235
   * - Crit path capture type
     - output port
   * - Number of register bits inferred by synthesis
     - 8
   * - Boundary pin count
     - 18
## how the worst min path moves through the flow
stage	startpoint	depth (start not counted)	to	slack, ns
CTS	data_in[3]	2	data_out[3]$_SDFF_PP0_	0.47
finish	data_in[3]	2	data_out[3]$_SDFF_PP0_	0.47
global route	data_in[3]	2	data_out[3]$_SDFF_PP0_	0.46
## layout make-up
cell class / count / area (sq um) / share of cell area
tap: 46 / 57.6 / 0.123
sequential: 8 / 161 / 0.346
clock buffer: 3 / 22.5 / 0.0483
timing repair buffer: 18 / 188 / 0.402
multi-input combinational: 8 / 37.5 / 0.0804
## metal layers
metal  vias up  wire (um)  track usage
met4         0          0      0.00176
met3         0        172       0.0284
met1        63        322       0.0303
li1         91          -            -
met2        19        156       0.0241
met5         -          0            0
## cell usage in the layout (no fill, tap or decap)
cell	instances
clkbuf_4	3
clkdlybuf4s15_1	6
nor2_4	1
dfxtp_2	1
buf_12	1
clkdlybuf4s50_1	9
dlygate4sd2_1	2
nor2_1	7
dfxtp_1	7
## Yosys cell counts
cell     instances  area share
nor2_4           1       0.054
buf_6            1       0.054
dfxtp_1          8        0.77
nor2_1           7        0.13
## logic make-up after synthesis
| family | share of synthesized area |
|---|---|
| AND/OR/NAND/NOR | 0.180 |
| flip-flops | 0.766 |
| buffers and inverters | 0.0539 |
## per-stage QoR
step                      instances  total power [mW]  hold slack (ns)
final                            83             0.660            0.474
after detailed placement         80             0.438            0.735
after global placement           80             0.436            0.729
after CTS                        83             0.675            0.466
after floorplan                  17             0.358            0.260
after global routing             83             0.710            0.459
## power by group through the flow
| stage | clock [mW] | combinational, mW | sequential [mW] |
|---|---|---|---|
| after CTS | 0.254 | 0.0814 | 0.340 |
| final | 0.240 | 0.0806 | 0.340 |
| after global routing | 0.279 | 0.0894 | 0.342 |
## timing repair
| action | 4_1_cts | 5_1_grt |
|---|---|---|
| gates resized | 11 | 4 |
| setup endpoints to repair | 8 | 3 |
| hold endpoints to repair | 0 | 0 |
Power and IR drop assume default switching activity.
