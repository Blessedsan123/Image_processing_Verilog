--- ./config.mk ---
export PLATFORM = sky130hd
export DESIGN_NAME = image_inversion
export DESIGN_NICKNAME = image_inversion
export VERILOG_FILES = /design/flow/design.v
export SDC_FILE = /design/flow/constraint.sdc
export NUM_CORES = 4
export LEC_CHECK = 1
export CORE_AREA = 10 10 70 70
export DIE_AREA = 0 0 80 80
--- ./run.sh ---
#!/bin/bash
# OpenROAD 26Q1-2900-gdf79404cd8, Yosys 0.63+post, stock flow scripts
make -C /OpenROAD-flow-scripts/flow DESIGN_CONFIG=/design/flow/config.mk WORK_HOME=/design/flow/orfs finish
--- ./constraint.sdc ---
current_design image_inversion

set clk_period 1.0
set clk_io_pct 0.2

create_clock -name clk0 -period $clk_period [get_ports {clk}]

set non_clock_inputs [all_inputs -no_clocks]
set_input_delay [expr $clk_period * $clk_io_pct] -clock clk0 $non_clock_inputs
set_output_delay [expr $clk_period * $clk_io_pct] -clock clk0 [all_outputs]
--- ./design.v ---
`timescale 1ns / 1ps
module image_inversion(
input clk,
input rst,
input [7:0] pixel_in,    
input valid_in,         
output reg [7:0] pixel_out, 
output reg valid_out 
    );
    always @(posedge clk or posedge rst) begin
    if (rst) begin
        pixel_out <= 8'b0;
        valid_out <= 0;
    end else if (valid_in) begin
        pixel_out <= ~pixel_in;   
        valid_out <= 1;
    end else begin
        valid_out <= 0;
    end
end
endmodule
==> out/metrics.sh <==
STATUS='complete, no violations'
MOST-COMMON-LAYOUT-CELLS='10 x sky130_fd_sc_hd__clkdlybuf4s50_1, 9 x sky130_fd_sc_hd__dfrtp_1, 8 x sky130_fd_sc_hd__buf_2, 8 x sky130_fd_sc_hd__buf_4'
CTS_BUFFER_COUNT=3
FINALWEIGHTEDCONGESTION=0.7019
GRT_USAGE=0.03166
SYNTHESIS.INSTANCES=27
ANTENNA_VIOLATIONS_BEFORE_REPAIR=0
TRITONCTS='built'
SYN_AREA_PER_CELL_SQ_UM=12.74
HOLD_VIOL_FINAL=0
PATH_DELAY_FAMILY='flip-flops'
INITIAL_UTILIZATION=0.1007
SETUP_WS_PS=39.14
MAXIMUM_NUMBER_OF_PINS_ON_ONE_NET_BEFORE_GLOBAL_ROUTE_REPAIR=15
LOGIC_AREA_SQ_UM=92.59
LAYOUT.FILLER_CELLS=397
AREA_GROWTH_SYN_TO_LAYOUT_PCT=86.55
POWER.SHARE.CLOCK=0.321
AVGROUTEDWIREPERCELL_MICRONS=9.663
NUM_VIAS=294
SYNTH_TOP_AREA_CELLS='sky130_fd_sc_hd__dfrtp_1 65%, sky130_fd_sc_hd__a21oi_2 13%, sky130_fd_sc_hd__mux2i_1 8.7%'
DETAILED_PLACE_HPWL_MICRONS=791
CTS-ROOT-BUF='sky130_fd_sc_hd__clkbuf_4'
PLACEMENT.SETUP.WORST_SLACK_PS=-147.3
SYNTH.YOSYS.CHIP_AREA_SQ_UM=344.1
TIMING.CRITICAL_PATH.CELLS='buf_2'
CPPEAKSTAGEDELAY_PS=390
HOLD_PATH.CLASS='in2async'
TIMING.CRITICAL_PATH.FROM_TYPE='flip-flop'
FIN_UTIL=0.1879
DIE_AREA_SQ_UM=6400
DETAIL_ROUTE.ANTENNA_DIODES=0
CORE_REGION_AREA_SQ_UM=3416
FLOP_AREA_SQ_UM=225.2
REPORT.FINAL.SETUP_VIOL=0
NUM_ROWS=21
GRT_PASS1_WL_MICRONS=1559
REMAINING_DRC_ERRORS=0
VIA_TO_CELL_RATIO=2.827
SWITCHING_POWER_mW=0.1955
DRIVE_ABOVE_1_SHARE=0.4483
DRT_WL_TOTAL_MICRONS=1005
WORST-ENDPOINT-REQUIRED_PS=800
GR-TOTAL-OVERFLOW=0
REG_CLK_SLEW_REPORTED_PATHS_PS=60
CTS_NUM_SINKS=9
LAY_TOP_COUNT='sky130_fd_sc_hd__clkdlybuf4s50_1'
IO-PIN-COUNT=20
SYNTH_FLOP_COUNT=9
SETUP_REPAIR_AFTER_GLOBAL_ROUTING_MISSED_ITS_MARGIN='yes'
SEQUENTIALPOWERSHARE=0.478
PORT_BUFFERS=19
PATH_BUFFERS=1
FINAL_CELLS=104
LEAKAGEPOWER_nW=0.2953
YS_CELLS=27
DIE.SIZE.X_MICRONS=80
SYNTH_TOP_AREA_SHARE=0.6545
SYNTH_SEQ_SHARE=0.6545
GRT_PASS1_VIAS=332
CRITICAL_PATH.SLOWEST_CELL='sky130_fd_sc_hd__dfrtp_1'
MAX_FREQ_GHz=1.041
CP_NUM_CELLS=1
WORSTMARGINPINSLEW_PS=354.5
CLOCK-SKEW-FINAL_PS=0
PERIOD_NEEDED_PS=960.9
POWER-PER-CELL-AREA_nW_PER_UM2=1344
CTSHTREEMAXLEVEL=1
FIN_TNS_SETUP_PS=0
DRT-INITIAL-DRC-COUNT=18
SYN-CELL-AREA_SQ_UM=344.1
WORST-R2R-CELL-COUNT=4
ANTENNA_LEFT=0
FIRSTDRTPASSITERS=4
SLEW-LIMIT-HEADROOM=0.7634
YOSYS_WARNINGS=1
DP_CELLS=94
SYNTH_AREA_LEADER_CELL='sky130_fd_sc_hd__dfrtp_1'
MAX_CAP_VIOLATIONS=0
OPENROAD.WARNINGS=26
CRITICAL_PATH_ARRIVAL_PS=760
TIMING.CRITICAL_PATH.TO_TYPE='output pin'
CRITICAL_PATH_PEAK_FANOUT=2
DIE_HEIGHT_MICRONS=80
SYNTH_CELL_TYPE_COUNT=6
VDD_IR_DROP_MAX_V=0.0003435
COMB_POWER_FRAC=0.200
POWER.SWITCHING_FRACTION=0.2267
POWER_REPORT.INTERNAL_TOTAL_mW=0.6668
CRITICAL_PATH_CLASS='reg2out'
MAX-CLOCK-PATH-BUFFERS=2
TIMING_MAX_TRANSITION_VIOLATIONS_FINAL=0
FIN_CRIT_SH=0.9609
WORSTSKEWPAIRLATENCY_PS=260
## final timing paths
| check | slack, ps | end | from |
|---|---|---|---|
| max in group asynchronous | 530 | valid_out | rst |
| min in group clk0 | 490 | pixel_out[6] | pixel_in[6] |
| hold / removal | 210 | pixel_out[0] | rst |
| hold reg to reg | 530 | pixel_out[7] | pixel_out[7] |
| setup / recovery | 40 | pixel_out[0] | pixel_out[0] |
| setup reg to reg | 120 | pixel_out[4] | pixel_out[4] |
## state kept, by name, indices dropped and copies added (netlist names)
register / flops
valid_out: 1
pixel_out: 8
## layout make-up
cell class / instances / area share
clock buffers: 4 / 0.04094
inverters: 4 / 0.02339
multi-input cells: 13 / 0.1442
flip-flops and latches: 9 / 0.3509
well taps: 46 / 0.08967
repair buffers: 28 / 0.3509
## cells by family after synthesis
| family | after synthesis | share of synthesized area |
|---|---|---|
| multiplexers | 3 | 0.08728 |
| AND/OR/NAND/NOR | 5 | 0.05455 |
| buffers and inverters | 5 | 0.07635 |
| AND-OR/OR-AND | 5 | 0.1273 |
| flip-flops | 9 | 0.6546 |
## cells in the mapped netlist, drive strengths merged
cell and number:
a21oi 5, buf 1, dfrtp 9, inv 4, mux2i 3, nor2 5
## per-layer routing
layer | up-vias | track usage | routed length (microns)
li1 | 147 | - | -
met1 | 128 | 0.03916 | 481
met2 | 19 | 0.04013 | 362
met3 | 0 | 0.02955 | 162
met4 | 0 | 0.003521 | 0
met5 | - | 0 | 0
## repair_timing
action	4_1_cts	5_1_grt
pin swaps	0	0
setup endpoints to repair	9	5
buffers inserted	4	2
gates resized	26	1
hold buffers	0	0
## per-stage QoR
| step | hold slack (ps) | total power, mW | cell area (sq um) |
|---|---|---|---|
| CTS | 218.0 | 0.8690 | 631.9 |
| detailed placement | 501.8 | 0.5959 | 615.6 |
| global placement | 488.5 | 0.5930 | 615.6 |
| global route | 230.1 | 0.9278 | 641.9 |
| floorplan | 27.92 | 0.4566 | 344.1 |
| finish | 211.1 | 0.8623 | 641.9 |
## power by group through the flow
stage / Sequential (mW) / Clock, mW / Combinational, mW
after CTS: 0.413 / 0.289 / 0.167
after global routing: 0.417 / 0.317 / 0.193
final: 0.413 / 0.277 / 0.173
Power is estimated from default activity; no workload was simulated.
